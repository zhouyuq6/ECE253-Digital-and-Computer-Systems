## design.v

```verilog
module part2(SW,HEX0,HEX1,HEX2,HEX3,HEX4,HEX5,KEY,LEDR);
	input [7:0]SW;
	input [1:0]KEY;
	output [6:0]HEX0,HEX1,HEX2,HEX3,HEX4,HEX5;
	output [8:0]LEDR;
	wire [7:0]A,B,S;
	eight_bit ain(KEY[0],KEY[1],SW[7:0],A[7:0]);
	eight_bit bin(KEY[0],KEY[1],SW[7:0],B[7:0]);
	adder sum(A,B,S,LEDR);
	hexdisplay ah(A[7:4],HEX3[6:0]);
	hexdisplay al(A[3:0],HEX2[6:0]);
	hexdisplay bh(B[7:4],HEX1[6:0]);
	hexdisplay bl(B[3:0],HEX0[6:0]);	
	hexdisplay sh(S[7:4],HEX5[6:0]);
	hexdisplay sl(S[3:0],HEX4[6:0]);
endmodule
module eight_bit(Reset,Clk,D,A);
	input Reset,Clk;
	input [7:0]D;
	output [7:0]A;
	asy_reset a0(Reset,Clk,D[0],A[0]);
	asy_reset a1(Reset,Clk,D[1],A[1]);
	asy_reset a2(Reset,Clk,D[2],A[2]);
	asy_reset a3(Reset,Clk,D[3],A[3]);
	asy_reset a4(Reset,Clk,D[4],A[4]);
	asy_reset a5(Reset,Clk,D[5],A[5]);
	asy_reset a6(Reset,Clk,D[6],A[6]);
	asy_reset a7(Reset,Clk,D[7],A[7]);
endmodule
module asy_reset(reset,clk,D,Q);
	input D,reset,clk;
	output reg Q;
	always@(posedge clk or negedge reset)
	begin
		if(~reset)
			Q<=1'b0;
		else
			Q<=D;
	end
endmodule
module hexdisplay(S,Display);
	input [3:0]S;
	output [6:0]Display;
	assign Display[0]=((~S[3])&(~S[2])&(~S[1])&(S[0]))|((~S[3])&(S[2])&(~S[1])&(~S[0]))|((S[3])&(~S[2])&(S[1])&(S[0]))|((S[3])&(S[2])&(~S[1])&(S[0]));
	assign Display[1]=((S[2])&(S[1])&(~S[0]))|((S[3])&(S[1])&(S[0]))|((S[3])&(S[2])&(~S[0]))|((~S[3])&(S[2])&(~S[1])&(S[0]));
	assign Display[2]=((S[3])&(S[2])&(~S[0]))|((S[3])&(S[2])&(S[1]))|((~S[3])&(~S[2])&(S[1])&(~S[0]));
	assign Display[3]=(S[2]&(S[1])&(S[0]))|((~S[3])&(~S[2])&(~S[1])&(S[0]))|((~S[3])&(S[2])&(~S[1])&(~S[0]))|((S[3])&(~S[2])&(S[1])&(~S[0]));
	assign Display[4]=((~S[3])&(S[0]))|((~S[2])&(~S[1])&(S[0]))|((~S[3])&(S[2])&(~S[1]));
	assign Display[5]=((~S[3])&(~S[2])&(S[0]))|((~S[3])&(~S[2])&(S[1]))|((~S[3])&(S[1])&(S[0]))|((S[3])&(S[2])&(~S[1])&(S[0]));
	assign Display[6]=((~S[3])&(~S[2])&(~S[1]))|((~S[3])&(S[2])&(S[1])&(S[0]))|((S[3])&(S[2])&(~S[1])&(~S[0]));
endmodule
module adder(A,B,SUM,carry);
	input [7:0]A,B;
	output [8:0]SUM;
	output [8:0] carry;
	assign carry[0]=1'b0;
	full_adder u1(A[0],B[0],carry[0],SUM[0],carry[1]);
	full_adder u2(A[1],B[1],carry[1],SUM[1],carry[2]);
	full_adder u3(A[2],B[2],carry[2],SUM[2],carry[3]);
	full_adder u4(A[3],B[3],carry[3],SUM[3],carry[4]);
	full_adder u5(A[4],B[4],carry[4],SUM[4],carry[5]);
	full_adder u6(A[5],B[5],carry[5],SUM[5],carry[6]);
	full_adder u7(A[6],B[6],carry[6],SUM[6],carry[7]);
	full_adder u8(A[7],B[7],carry[7],SUM[7],carry[8]);
endmodule
module full_adder(a,b,cin,s,cout);
	input a;
	input b;
	input cin;
	output cout;
	output s;
	assign s=a^b^cin;
	assign cout=((a^b)&(cin))|((~(a^b))&(b));
endmodule
module part4(SW,KEY,HEX0,HEX1,HEX2,HEX3);
	input [0:0]KEY;
	input [1:0]SW;
	output [6:0]HEX0,HEX1,HEX2,HEX3;
	wire [15:0]Q;
	T_FF_p4 t0(SW[0],KEY[0],Q[15:0],SW[1]);
	hexdisplay h0(Q[3:0],HEX0[6:0]);
	hexdisplay h1(Q[7:4],HEX1[6:0]);
	hexdisplay h2(Q[11:8],HEX2[6:0]);
	hexdisplay h3(Q[15:12],HEX3[6:0]);
endmodule
module T_FF_p4(clear,clk,q,E);
	input clear,clk,E;
	output reg [15:0]q;
	always@(posedge clk, negedge clear)
	begin
		if(~clear)
			q <= 16'b0;
		else
			begin
				if(~E)
					q <= q;
				else
					q <= q + 1;
			end
	end
endmodule
```

## config.mk

```make
export PLATFORM = sky130hd
export DESIGN_NAME = part4
export DESIGN_NICKNAME = part4
export VERILOG_FILES = /design/flow/design.v
export SDC_FILE = /design/flow/constraint.sdc
export NUM_CORES = 4
export LEC_CHECK = 1
export CORE_UTILIZATION = 30
```

## constraint.sdc

```tcl
current_design part4

set clk_period 3.5
set clk_io_pct 0.2

create_clock -name clk0 -period $clk_period [get_ports {KEY}]

set non_clock_inputs [all_inputs -no_clocks]
set_input_delay [expr $clk_period * $clk_io_pct] -clock clk0 $non_clock_inputs
set_output_delay [expr $clk_period * $clk_io_pct] -clock clk0 [all_outputs]
```

## run.sh

```bash
#!/bin/bash
# OpenROAD 26Q1-2900-gdf79404cd8, Yosys 0.63+post, stock flow scripts
make -C /OpenROAD-flow-scripts/flow DESIGN_CONFIG=/design/flow/config.mk WORK_HOME=/design/flow/orfs finish
```

==> out/qor.rpt <==
GRT
----------------------------------------------------------------------------------
Met3 track demand over resource in global routing                            1.68%
GRT met1 Usage                                                               18.4%
Number of antenna violations at the first check in global routing                0
Via count of the first global-routing pass                                    1126
Global-route wire length before repair                                     5090 um
Global routing's busiest layer                                                met2
Aggregate global-route resource usage                                        11.9%
Met2 Resource Use GR                                                         18.7%
Largest net degree at the start of global routing                               19
Grt total ovfl                                                                   0

DETAILED ROUTING
----------------------------------------------------------------------------------
Total via count in the routed design                                          1373
DRC violations left                                                              0
DRC marker count from the first detailed-route iteration                        73
Number of nets with antenna violations after detailed routing                    0
Total length of routed wires                                               2990 um
Detailed-route wire length per cell                                        10.8 um
Via-to-Cell Ratio                                                             4.96
N_diodes                                                                         0
Count of TritonRoute iterations in the first routing pass                        4

CELLS AND AREA
----------------------------------------------------------------------------------
Share of cells above drive strength 1                                        6.67%
Biggest regs                                                          t0.q: 16 flops
Flip-flop count of the largest register, all copies and words added             16
Post-Layout Inst Area                                                   1850 sq um
Register with the most flip-flops                                             t0.q
Count of fill cells added during filler insertion                              476
Final cell utilization of the core                                           38.6%
Area delta synth->final                                                      22.9%
Non-filler cells, final                                                        277

TIMING
----------------------------------------------------------------------------------
Transition time at the pin with the least slew margin                     0.713 ns
Fin crit share                                                               76.3%
Setup-violating endpoint count in the final report                               0
Number of hold violations in the final report                                    0
Slew Limit Headroom                                                          52.3%
Hold Worst Slack                                                          0.672 ns
RSZ-0062 raised after global routing                                         false
Achievable clock frequency                                               0.374 GHz
Post-layout worst setup margin                                            0.828 ns
Period minus WS final                                                      2.67 ns
Aggregate negative setup slack                                                0 ns
Final Max Tran Viols                                                             0
Setup clock skew after layout                                          0.000626 ns

FLOORPLANNING
----------------------------------------------------------------------------------
Floorplan die area                                                      5300 sq um
Rows                                                                            25
Horizontal die dimension                                                   72.8 um
Initial Util                                                                 31.5%
Number of top-level pins                                                        31
Die Y-Extent                                                               72.8 um
Area inside the core boundary                                           4790 sq um

CLOCK TREE
----------------------------------------------------------------------------------
Max Buffers Root-to-Sink                                                         2
CTS clock-pin slew for the worst setup and hold paths                      0.05 ns
TritonCTS clock tree                                                          done
TritonCTS Buffers                                                                3
CTS hold repair buffers                                                          0
CTS H-tree depth                                                                 1
Clk latency of the worst-skew pair                                         0.22 ns
Clk root buf                                                          sky130_fd_sc_hd__clkbuf_8
Clock sink count                                                                16
Post-CTS setup-driven buffer insertion count                                     0
Count of instances resized after the clock tree is built                         0

PLACEMENT
----------------------------------------------------------------------------------
GP Congestion                                                                0.806
DP Worst Slack                                                             1.07 ns
Number of placed instances with taps included                                  273
Number of buffer cells added on primary ports                                   30
Sum of net half-perimeters after detailed placement                        2070 um
Instance area at placement                                              1790 sq um

LOGIC SYNTHESIS
----------------------------------------------------------------------------------
Area share of the leading cell type in the synthesized netlist               26.6%
Yosys synthesis chip area                                               1510 sq um
Share of synthesized area occupied by flip-flops and latches                 26.6%
Largest area contributor in the synthesized netlist                   sky130_fd_sc_hd__dfrtp_1
Yosys top cell by instances                                           sky130_fd_sc_hd__nand2_1
Largest cells by area after synthesis                                 sky130_fd_sc_hd__dfrtp_1 (27%), sky130_fd_sc_hd__nand2_1 (7.0%), sky130_fd_sc_hd__xor2_1 (6.4%)
Async set-or-reset flop fraction in the synthesized netlist                   100%
Post-synthesis average cell area                                        7.72 sq um
Number of cells in Yosys stat                                                  195
Predominant post-synthesis flop cell                                  sky130_fd_sc_hd__dfrtp_1
Distinct lib cells                                                              41
Count of library flops with an enable pin                                        0
Flops & latches, synth                                                          16
Instance count of the mapped netlist                                           195
Post-Syn Area                                                           1510 sq um
Number of warnings printed during yosys synthesis                                1
Top cell types by occurrence after synthesis                          sky130_fd_sc_hd__nand2_1 (28), sky130_fd_sc_hd__dfrtp_1 (16), sky130_fd_sc_hd__nor2_1 (16), sky130_fd_sc_hd__o21ai_0 (15), sky130_fd_sc_hd__buf_2 (13)

SETUP PATH
----------------------------------------------------------------------------------
Worst path bufs/invs                                                             1
Cell breakdown of the critical path                                   or3b_2 -> o21ai_0 -> a22o_1 -> clkdlybuf4s50_1
Element type at the critical path start                                   register
Master of the slowest instance on the critical path                   sky130_fd_sc_hd__dfrtp_1
Arrival time reported for the critical path endpoint                       1.97 ns
Critical Path End Type                                                  output pin
Top delay family on crit path                                           flip-flops
Worst Setup Path Type                                                      reg2out
Slowest stage delay, CP                                                    0.58 ns
WP data required                                                           2.80 ns
Critical Path Fanout Max                                                        15

PWR
----------------------------------------------------------------------------------
PnR Total Power                                                            1.03 mW
Leakage component of the power                                            0.730 nW
Cell Pwr Density                                                       559 nW/um^2
Peak supply drop                                                          0.398 mV

RUN STATUS
----------------------------------------------------------------------------------
Outcome                                                               complete, no violations

WORST HOLD PATH
----------------------------------------------------------------------------------
Min-delay worst type                                                       reg2reg

JOB
----------------------------------------------------------------------------------
Warning total across the stage logs                                             45
Max-cap check violation count                                                    0

-- report_power, final --
part	switching, mW	internal, mW	total [mW]	leakage, nW
Clock	0.0393	0.0984	0.138	0.0288
Combinational	0.164	0.350	0.514	0.504
Sequential	0.161	0.221	0.383	0.197
-- final cells by class --
cell class                 instances  area [sq um]  share of cell area (%)
clock buffer                       4          55.1                    2.98
multi-input combinational        154           987                    53.4
timing repair buffer              30           300                    16.2
tap                               67          83.8                    4.53
sequential                        16           400                    21.7
inverter                           6          22.5                    1.22
-- cell usage in the layout, fill, tap and decap left out, types with 2 or more instances in the layout --
cell,instances
sky130_fd_sc_hd__and3_1,2
sky130_fd_sc_hd__o21ai_0,15
sky130_fd_sc_hd__mux2i_1,3
sky130_fd_sc_hd__a31o_2,2
sky130_fd_sc_hd__a21oi_1,6
sky130_fd_sc_hd__nand2_1,28
sky130_fd_sc_hd__nor2b_1,4
sky130_fd_sc_hd__clkbuf_8,4
sky130_fd_sc_hd__nor3_1,4
sky130_fd_sc_hd__nand2b_1,6
sky130_fd_sc_hd__nor2_1,16
sky130_fd_sc_hd__and2_1,2
sky130_fd_sc_hd__inv_1,6
sky130_fd_sc_hd__clkdlybuf4s50_1,30
sky130_fd_sc_hd__a211o_1,2
sky130_fd_sc_hd__o32ai_1,4
sky130_fd_sc_hd__or3_1,2
sky130_fd_sc_hd__nand4_1,4
sky130_fd_sc_hd__o22ai_1,10
sky130_fd_sc_hd__a22o_1,3
sky130_fd_sc_hd__a21boi_0,3
sky130_fd_sc_hd__nor3b_1,2
sky130_fd_sc_hd__xor2_1,11
sky130_fd_sc_hd__dfrtp_1,16
sky130_fd_sc_hd__nor4_2,4
sky130_fd_sc_hd__xnor2_1,8
-- per-layer routing --
layer | vias to the layer above | routed length, um
met5 | - | 0
li1 | 725 | -
met4 | 0 | 19
met2 | 29 | 1320
met1 | 617 | 1520
met3 | 2 | 134
-- path summary, 6_finish.rpt --
path | startpoint | end | slack [ns] | cells past startpoint
setup / recovery | t0.q[12] | HEX3[1] | 0.83 | 4
hold / removal | t0.q[9] | t0.q[9] | 0.67 | 1
setup reg to reg | t0.q[0] | t0.q[14] | 1.82 | 4
hold reg to reg | t0.q[9] | t0.q[9] | 0.67 | 1
max in group asynchronous | SW[0] | t0.q[5] | 2.14 | 1
min in group asynchronous | SW[0] | t0.q[15] | 0.91 | 1
-- cells by family after synthesis --
logic type | Yosys count | share of synthesized area, %
and+or+nand+nor | 80 | 29.3
buffers and inverters | 25 | 7.81
muxes | 4 | 2.74
AOI/OAI and AO/OA | 50 | 21.7
DFF | 16 | 26.6
adders and majority gates | 1 | 0.831
xor gates and xnor gates | 19 | 11.1
Power is estimated from default activity; no workload was simulated.
