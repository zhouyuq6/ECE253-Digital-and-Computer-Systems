$ cat ./run.sh
#!/bin/bash
# OpenROAD 26Q1-2900-gdf79404cd8, Yosys 0.63+post, stock flow scripts
make -C /OpenROAD-flow-scripts/flow DESIGN_CONFIG=/design/flow/config.mk WORK_HOME=/design/flow/orfs finish
$ cat ./config.mk
export PLATFORM = sky130hd
export DESIGN_NAME = part2
export DESIGN_NICKNAME = part2
export VERILOG_FILES = /design/flow/design.v
export SDC_FILE = /design/flow/constraint.sdc
export NUM_CORES = 4
export LEC_CHECK = 1
export CORE_AREA = 10 10 82 82
export DIE_AREA = 0 0 92 92
$ cat ./constraint.sdc
current_design part2

set clk_period 2.4
set clk_io_pct 0.2

create_clock -name clk0 -period $clk_period [get_ports {KEY}]

set non_clock_inputs [all_inputs -no_clocks]
set_input_delay [expr $clk_period * $clk_io_pct] -clock clk0 $non_clock_inputs
set_output_delay [expr $clk_period * $clk_io_pct] -clock clk0 [all_outputs]
$ cat ./design.v
module part2(SW,HEX0,HEX1,HEX2,HEX3,HEX4,HEX5,KEY,LEDR);
	input [7:0]SW;
	input [1:0]KEY;
	output [6:0]HEX0,HEX1,HEX2,HEX3,HEX4,HEX5;
	output [8:0]LEDR;
	wire [7:0]A,B,S;
	eight_bit ain(KEY[0],KEY[1],SW[7:0],A[7:0]);
	eight_bit bin(KEY[0],KEY[1],SW[7:0],B[7:0]);
	adder sum(A,B,S,LEDR);
	hexdisplay ah(A[7:4],HEX3[6:0]);
	hexdisplay al(A[3:0],HEX2[6:0]);
	hexdisplay bh(B[7:4],HEX1[6:0]);
	hexdisplay bl(B[3:0],HEX0[6:0]);	
	hexdisplay sh(S[7:4],HEX5[6:0]);
	hexdisplay sl(S[3:0],HEX4[6:0]);
endmodule
module eight_bit(Reset,Clk,D,A);
	input Reset,Clk;
	input [7:0]D;
	output [7:0]A;
	asy_reset a0(Reset,Clk,D[0],A[0]);
	asy_reset a1(Reset,Clk,D[1],A[1]);
	asy_reset a2(Reset,Clk,D[2],A[2]);
	asy_reset a3(Reset,Clk,D[3],A[3]);
	asy_reset a4(Reset,Clk,D[4],A[4]);
	asy_reset a5(Reset,Clk,D[5],A[5]);
	asy_reset a6(Reset,Clk,D[6],A[6]);
	asy_reset a7(Reset,Clk,D[7],A[7]);
endmodule
module asy_reset(reset,clk,D,Q);
	input D,reset,clk;
	output reg Q;
	always@(posedge clk or negedge reset)
	begin
		if(~reset)
			Q<=1'b0;
		else
			Q<=D;
	end
endmodule
module hexdisplay(S,Display);
	input [3:0]S;
	output [6:0]Display;
	assign Display[0]=((~S[3])&(~S[2])&(~S[1])&(S[0]))|((~S[3])&(S[2])&(~S[1])&(~S[0]))|((S[3])&(~S[2])&(S[1])&(S[0]))|((S[3])&(S[2])&(~S[1])&(S[0]));
	assign Display[1]=((S[2])&(S[1])&(~S[0]))|((S[3])&(S[1])&(S[0]))|((S[3])&(S[2])&(~S[0]))|((~S[3])&(S[2])&(~S[1])&(S[0]));
	assign Display[2]=((S[3])&(S[2])&(~S[0]))|((S[3])&(S[2])&(S[1]))|((~S[3])&(~S[2])&(S[1])&(~S[0]));
	assign Display[3]=(S[2]&(S[1])&(S[0]))|((~S[3])&(~S[2])&(~S[1])&(S[0]))|((~S[3])&(S[2])&(~S[1])&(~S[0]))|((S[3])&(~S[2])&(S[1])&(~S[0]));
	assign Display[4]=((~S[3])&(S[0]))|((~S[2])&(~S[1])&(S[0]))|((~S[3])&(S[2])&(~S[1]));
	assign Display[5]=((~S[3])&(~S[2])&(S[0]))|((~S[3])&(~S[2])&(S[1]))|((~S[3])&(S[1])&(S[0]))|((S[3])&(S[2])&(~S[1])&(S[0]));
	assign Display[6]=((~S[3])&(~S[2])&(~S[1]))|((~S[3])&(S[2])&(S[1])&(S[0]))|((S[3])&(S[2])&(~S[1])&(~S[0]));
endmodule
module adder(A,B,SUM,carry);
	input [7:0]A,B;
	output [8:0]SUM;
	output [8:0] carry;
	assign carry[0]=1'b0;
	full_adder u1(A[0],B[0],carry[0],SUM[0],carry[1]);
	full_adder u2(A[1],B[1],carry[1],SUM[1],carry[2]);
	full_adder u3(A[2],B[2],carry[2],SUM[2],carry[3]);
	full_adder u4(A[3],B[3],carry[3],SUM[3],carry[4]);
	full_adder u5(A[4],B[4],carry[4],SUM[4],carry[5]);
	full_adder u6(A[5],B[5],carry[5],SUM[5],carry[6]);
	full_adder u7(A[6],B[6],carry[6],SUM[6],carry[7]);
	full_adder u8(A[7],B[7],carry[7],SUM[7],carry[8]);
endmodule
module full_adder(a,b,cin,s,cout);
	input a;
	input b;
	input cin;
	output cout;
	output s;
	assign s=a^b^cin;
	assign cout=((a^b)&(cin))|((~(a^b))&(b));
endmodule
==> results.txt <==
Here are the numbers from the latest Yosys + OpenROAD run.

The run finished, with violations left. The checks that failed: negative hold slack. The number of global-route vias before repair came out at 990. The worst hold path class is clock port to async pin. Dividing the synthesized area by the synthesized cell count gives 7.77 um2. The number of placement rows came out at 26. The cell sequence reported for the critical path is nand2b_1 -> and2_1 -> o211ai_1 -> clkdlybuf4s50_1.

The number of buffers and inverters on the critical path is 1. TritonCTS built the clock tree. The ratio of total power to cell area is 419 mW/mm2.

The longest individual stage delay on the worst path came out at 500 ps. The fraction of registers with async set/reset is 1.00. The max-slew violation total from the final report came out at 0.

The largest combinational cell category by area is buffers and inverters. The simple-gate share of the synthesized area came out at 0.240. The count of final setup violators is 0. The remaining number of nets flagged by the antenna check after routing came out at 0. The number of logged tool warnings is 66. The die covers 0.00846 mm2. The floorplan step set the die width to 92 um. The worst setup path is captured at an output pin.

The routed layout reports a DRC error count of 0. Setup repair after global routing left no endpoint under its margin. The number of vias in the routed layout came out at 955.

The detailed-router iteration count before antenna repair is 4. The post-layout total power is 0.674 mW. The footprint of the flip-flops and latches came out at 210 um2.

Once iteration 0 of detailed routing completed, the report listed 90 DRC markers. The core utilization at floorplan is 0.191. Setup total negative slack on the finished layout was measured at 0 ps. Buffers inserted to repair hold after CTS numbered 0. The floorplan step defined a core boundary enclosing 0.00507 mm2. On the worst setup and hold paths after CTS, the clock-pin slew comes to 30 ps. The count of yosys warnings during synthesis is 2. In this run the worst path has a maximum fanout of 8. Entering global routing, the biggest net connects 22 pins. The synthesis-stage register bit count is 8. The average routed wire per standard cell is 12.9 um. Per the final timing report, the hold violations number 8.

The total track usage is 0.0664. In the final layout, the share of cells above drive strength 1 is 0.177. After technology mapping, the gate count stands at 125.

Per the synthesis report, the adder-cell share of the synthesized area is 0. The first global-routing pass estimated 4.75 mm of wire. Post-synth the commonest register cell is sky130_fd_sc_hd__dfrtp_1.

Per the run summary, max-cap violations total 0. The slowest stage of the critical path belongs to the cell sky130_fd_sc_hd__clkdlybuf4s50_1. The count of library flops with an enable pin is 0. Per the cell usage report, the commonest logic cells after layout are 51 x sky130_fd_sc_hd__clkdlybuf4s50_1, 8 x sky130_fd_sc_hd__nand2b_1, 8 x sky130_fd_sc_hd__nand2_1, 8 x sky130_fd_sc_hd__dfrtp_2, 8 x sky130_fd_sc_hd__buf_4. The portion of the post-synthesis area used by sequential elements came out at 0.206. According to the I/O placement log, the pin count is 61.

The count of instantiated cells in the yosys netlist came out at 125. The wire length after detailed routing is 3.01 mm. The setup path with the least slack is of type flip-flop to output pin. The number of antenna violations at the first check in global routing is 0. The fraction of synthesized cell area in xor and xnor cells came out at 0.0180. The cell family contributing the most delay on the critical path is buffers and inverters. The required time of the critical path came out at 1920 ps. The compound-cell area share of the yosys netlist came out at 0.247. The quantity of I/O buffers inserted on ports came out at 58. Per the cell usage report, the commonest logic cell in the layout is sky130_fd_sc_hd__clkdlybuf4s50_1. The wire-length estimate of the detail-placed layout is 2.44 mm. The maximum resistive drop on vdd came out at 0.301 mV. The fill cell total of the finished layout came out at 544. The global placement routability congestion came out at 0.768.

STA classifies the critical path startpoint as a flip-flop. The die is 92 um tall. The area of the synthesized netlist per yosys stat is 971 um2. The final period utilization came out at 0.958. The cell area after synthesis is 971 um2. The maximum operating frequency came out at 435 MHz. The data arrival time at the worst-slack endpoint came out at 1820 ps. The layout-stage area growth over the synthesis result came out at 65.9%. The mean number of vias per cell is 4.08.

Subtracting the final worst setup slack from the clock period gives 2300 ps. The cell leakage power came out at 0.705 nW. Across all hold checks on the routed design, the worst slack comes to -306 ps. The proportion of synthesized area in mux cells is 0.0309. The total area of multi-input combinational cells is 557 um2. The critical path depth in cells came out at 4. The overall overflow remaining after global route came out at 0.

The number of library cell types mapped by synthesis came out at 40. The number of antenna diodes in the final layout is 0.
-- repair_timing --
action,CTS,global route
setup buffers,0,3
resized,4,17
setup endpoints to repair,16,21
pin swaps,0,3
-- synthesized netlist by cell type (all sizes together) (3+ instances only) --
cell type | n | share of area
nor3 | 3 | 0.015
dfrtp | 8 | 0.21
mux2i | 3 | 0.031
buf | 34 | 0.25
nand2 | 8 | 0.031
o21ai | 9 | 0.046
o22ai | 5 | 0.032
a21o | 5 | 0.039
nor2 | 5 | 0.019
a21oi | 6 | 0.031
nand2b | 8 | 0.052
nor2b | 3 | 0.022
-- flip-flops by register name, indices dropped and copies added (netlist names) --
register and cells:
bin.a0.Q 1, bin.a1.Q 1, bin.a2.Q 1, bin.a3.Q 1
bin.a4.Q 1, bin.a5.Q 1, bin.a6.Q 1, bin.a7.Q 1
-- layout make-up --
| type | instances | area share |
|---|---|---|
| inverters | 1 | 0.00233 |
| repair buffers | 67 | 0.416 |
| flip-flops and latches | 8 | 0.131 |
| well taps | 70 | 0.0544 |
| multi-input cells | 82 | 0.346 |
| clock buffers | 6 | 0.0513 |
-- layer usage --
metal / vias up / track usage / routed length (um)
li1: 495 / - / -
met1: 430 / 0.0831 / 1340
met2: 30 / 0.0988 / 1400
met3: 0 / 0.0338 / 265
met4: 0 / 0.0180 / 0
met5: - / 0 / 0
-- where the power goes --
group | internal [mW] | switching, mW | total [mW]
Clock | 0.215 | 0.0817 | 0.297
Combinational | 0.157 | 0.0616 | 0.218
Sequential | 0.134 | 0.0254 | 0.159
Total | 0.506 | 0.169 | 0.674
-- cell families (layout without fill, tap and decap cells) --
family / after synthesis / after routing
xor gates and xnor gates: 2 / 2
muxes: 3 / 3
DFF: 8 / 8
other: 1 / 1
AOI/OAI and AO/OA: 37 / 37
buffers and inverters: 35 / 74
and+or+nand+nor: 39 / 39
-- through the flow --
step	instances	utilization	area (um2)	setup slack, ps
after CTS	231	0.301	1530	4.09
after global placement	225	0.284	1440	214
after global routing	234	0.317	1610	1.55
after floorplan	125	-	971	804
final	234	0.317	1610	101
after detailed placement	225	0.284	1440	176
-- worst max path at each step --
| stage | startpoint | endpoint | slack [ps] |
|---|---|---|---|
| CTS | bin.a3.Q | HEX0[3] | 4 |
| global route | bin.a5.Q | HEX1[0] | 2 |
| finish | bin.a5.Q | HEX1[0] | 100 |
No activity file was given, so power comes from the tool's default toggle rates.
