`design/flow/run.sh`:
```
#!/bin/bash
# OpenROAD 26Q1-2900-gdf79404cd8, Yosys 0.63+post, stock flow scripts
make -C /OpenROAD-flow-scripts/flow DESIGN_CONFIG=/design/flow/config.mk WORK_HOME=/design/flow/orfs finish
```
`design/flow/config.mk`:
```
export PLATFORM = sky130hd
export DESIGN_NAME = part3
export DESIGN_NICKNAME = part3
export VERILOG_FILES = /design/flow/design.v
export SDC_FILE = /design/flow/constraint.sdc
export NUM_CORES = 4
export LEC_CHECK = 1
export CORE_AREA = 10 10 78 78
export DIE_AREA = 0 0 88 88
```
`design/flow/constraint.sdc`:
```
current_design part3

set clk_period 2.1
set clk_io_pct 0.2

create_clock -name clk0 -period $clk_period [get_ports {KEY}]

set non_clock_inputs [all_inputs -no_clocks]
set_input_delay [expr $clk_period * $clk_io_pct] -clock clk0 $non_clock_inputs
set_output_delay [expr $clk_period * $clk_io_pct] -clock clk0 [all_outputs]
```
`design/flow/design.v`:
```
module part2(SW,HEX0,HEX1,HEX2,HEX3,HEX4,HEX5,KEY,LEDR);
	input [7:0]SW;
	input [1:0]KEY;
	output [6:0]HEX0,HEX1,HEX2,HEX3,HEX4,HEX5;
	output [8:0]LEDR;
	wire [7:0]A,B,S;
	eight_bit ain(KEY[0],KEY[1],SW[7:0],A[7:0]);
	eight_bit bin(KEY[0],KEY[1],SW[7:0],B[7:0]);
	adder sum(A,B,S,LEDR);
	hexdisplay ah(A[7:4],HEX3[6:0]);
	hexdisplay al(A[3:0],HEX2[6:0]);
	hexdisplay bh(B[7:4],HEX1[6:0]);
	hexdisplay bl(B[3:0],HEX0[6:0]);	
	hexdisplay sh(S[7:4],HEX5[6:0]);
	hexdisplay sl(S[3:0],HEX4[6:0]);
endmodule
module eight_bit(Reset,Clk,D,A);
	input Reset,Clk;
	input [7:0]D;
	output [7:0]A;
	asy_reset a0(Reset,Clk,D[0],A[0]);
	asy_reset a1(Reset,Clk,D[1],A[1]);
	asy_reset a2(Reset,Clk,D[2],A[2]);
	asy_reset a3(Reset,Clk,D[3],A[3]);
	asy_reset a4(Reset,Clk,D[4],A[4]);
	asy_reset a5(Reset,Clk,D[5],A[5]);
	asy_reset a6(Reset,Clk,D[6],A[6]);
	asy_reset a7(Reset,Clk,D[7],A[7]);
endmodule
module asy_reset(reset,clk,D,Q);
	input D,reset,clk;
	output reg Q;
	always@(posedge clk or negedge reset)
	begin
		if(~reset)
			Q<=1'b0;
		else
			Q<=D;
	end
endmodule
module hexdisplay(S,Display);
	input [3:0]S;
	output [6:0]Display;
	assign Display[0]=((~S[3])&(~S[2])&(~S[1])&(S[0]))|((~S[3])&(S[2])&(~S[1])&(~S[0]))|((S[3])&(~S[2])&(S[1])&(S[0]))|((S[3])&(S[2])&(~S[1])&(S[0]));
	assign Display[1]=((S[2])&(S[1])&(~S[0]))|((S[3])&(S[1])&(S[0]))|((S[3])&(S[2])&(~S[0]))|((~S[3])&(S[2])&(~S[1])&(S[0]));
	assign Display[2]=((S[3])&(S[2])&(~S[0]))|((S[3])&(S[2])&(S[1]))|((~S[3])&(~S[2])&(S[1])&(~S[0]));
	assign Display[3]=(S[2]&(S[1])&(S[0]))|((~S[3])&(~S[2])&(~S[1])&(S[0]))|((~S[3])&(S[2])&(~S[1])&(~S[0]))|((S[3])&(~S[2])&(S[1])&(~S[0]));
	assign Display[4]=((~S[3])&(S[0]))|((~S[2])&(~S[1])&(S[0]))|((~S[3])&(S[2])&(~S[1]));
	assign Display[5]=((~S[3])&(~S[2])&(S[0]))|((~S[3])&(~S[2])&(S[1]))|((~S[3])&(S[1])&(S[0]))|((S[3])&(S[2])&(~S[1])&(S[0]));
	assign Display[6]=((~S[3])&(~S[2])&(~S[1]))|((~S[3])&(S[2])&(S[1])&(S[0]))|((S[3])&(S[2])&(~S[1])&(~S[0]));
endmodule
module adder(A,B,SUM,carry);
	input [7:0]A,B;
	output [8:0]SUM;
	output [8:0] carry;
	assign carry[0]=1'b0;
	full_adder u1(A[0],B[0],carry[0],SUM[0],carry[1]);
	full_adder u2(A[1],B[1],carry[1],SUM[1],carry[2]);
	full_adder u3(A[2],B[2],carry[2],SUM[2],carry[3]);
	full_adder u4(A[3],B[3],carry[3],SUM[3],carry[4]);
	full_adder u5(A[4],B[4],carry[4],SUM[4],carry[5]);
	full_adder u6(A[5],B[5],carry[5],SUM[5],carry[6]);
	full_adder u7(A[6],B[6],carry[6],SUM[6],carry[7]);
	full_adder u8(A[7],B[7],carry[7],SUM[7],carry[8]);
endmodule
module full_adder(a,b,cin,s,cout);
	input a;
	input b;
	input cin;
	output cout;
	output s;
	assign s=a^b^cin;
	assign cout=((a^b)&(cin))|((~(a^b))&(b));
endmodule
module part3(SW,KEY,HEX0,HEX1);
	input [0:0]KEY;
	input [1:0]SW;
	output [6:0]HEX0,HEX1;
	wire [7:0]Q;
	T_FF t0(SW[0],KEY[0],SW[1],Q[0]);
	T_FF t1(SW[0],KEY[0],SW[1]&Q[0],Q[1]);
	T_FF t2(SW[0],KEY[0],SW[1]&Q[0]&Q[1],Q[2]);
	T_FF t3(SW[0],KEY[0],SW[1]&Q[0]&Q[1]&Q[2],Q[3]);
	T_FF t4(SW[0],KEY[0],SW[1]&Q[0]&Q[1]&Q[2]&Q[3],Q[4]);
	T_FF t5(SW[0],KEY[0],SW[1]&Q[0]&Q[1]&Q[2]&Q[3]&Q[4],Q[5]);
	T_FF t6(SW[0],KEY[0],SW[1]&Q[0]&Q[1]&Q[2]&Q[3]&Q[4]&Q[5],Q[6]);
	T_FF t7(SW[0],KEY[0],SW[1]&Q[0]&Q[1]&Q[2]&Q[3]&Q[4]&Q[5]&Q[6],Q[7]);
	hexdisplay h0(Q[3:0],HEX0[6:0]);
	hexdisplay h1(Q[7:4],HEX1[6:0]);
endmodule
module T_FF(clear,clk,d,q);
	input d,clear,clk;
	output reg q;
	always@(posedge clk, negedge clear)
	begin
		if(~clear)
			q <= 1'b0;
		else
			q <= q ^ d;
	end
endmodule
```
==> insert_results.sql <==
-- physical implementation figures
INSERT INTO impl_metrics (metric_group, metric, value, unit) VALUES
('run_status', 'status', 'completed', ''),
('grt', 'grt_util_met2', '0.06614', ''),
('clock_network', 'cts_made_buffers', '3', ''),
('clock_network', 'cts_max_level', '1', ''),
('synthesis', 'synth-seq-cells', '8', ''),
('synthesis', 'syn_area', '699.4', 'µm²'),
('routing', 'dr.first_iter.drc_count', '49', ''),
('clock_network', 'clk_pin_slew_worst_paths', '0.03', 'ns'),
('routing', 'drcViolationCount', '0', ''),
('sta', 'finalHoldViolations', '0', ''),
('placed_design', 'dpl.hpwl', '1200', 'µm'),
('synthesis', 'synth-edff-count', '0', ''),
('critical_path', 'critPathCaptureType', 'output pin', ''),
('synthesis', 'syn-mean-instance-area', '8.228', 'µm²'),
('placed_design', 'post-place-cells', '148', ''),
('pwr', 'vdd_ir_drop_max', '0.5590', 'mV'),
('synthesis', 'post_synth_and_or_nand_nor_area_fraction', '0.2737', ''),
('die', 'ioPinCount', '17', ''),
('critical_path', 'cp.buffers_inverters', '1', ''),
('synthesis', 'yosys.stat.seqShare', '0.2862', ''),
('clock_network', 'cts_tree', 'done', ''),
('critical_path', 'cp_max_fo', '10', ''),
('grt', 'track_usage', '0.04187', ''),
('synthesis', 'yosys.area.top_type', 'dfrtp_1', ''),
('die', 'die_height', '88', 'µm'),
('synthesis', 'synth_adder_area_share', '0.1252', ''),
('synthesis', 'synthMuxAreaShare', '0', ''),
('synthesis', 'ys_chip_area', '699.4', 'µm²'),
('layout', 'final_layout_top_logic_cells', 'buf_4 (15), clkdlybuf4s50_1 (8), dfrtp_2 (8), nand2_1 (7), nand3_1 (7)', ''),
('die', 'design.die.area', '7744', 'µm²'),
('synthesis', 'post_synth_main_logic_family', 'simple AND/OR/NAND/NOR gates', ''),
('sta', 'fin_crit', '2.040', 'ns'),
('routing', 'post_drt_wl_per_cell', '10.88', 'µm'),
('grt', 'grt_pass1_wl', '2697', 'µm'),
('routing', 'drtPass1Iterations', '4', ''),
('sta', 'timing.max_slew.rel_slack', '0.7671', ''),
('die', 'floorplan.die.width', '88', 'µm'),
('routing', 'post_drt_via_cell_ratio', '4.205', ''),
('run', 'tool_warnings', '43', ''),
('clock_network', 'cts.sink_count', '8', ''),
('placed_design', 'portBuffers', '16', ''),
('critical_path', 'worst_r2r_path_depth', '9', ''),
('die', 'row_count', '24', ''),
('clock_network', 'insertion_delay_to_the_later_sink_of_the_worst_skew_pair', '0.21', 'ns'),
('grt', 'antenna_found_initial', '0', ''),
('pwr', 'cellLeakagePower', '0.5644', 'nW'),
('critical_path', 'crit_family', 'buffers and inverters', ''),
('critical_path', 'crit_type', 'flop to output pin', ''),
('layout', 'stdcell_count', '166', ''),
('grt', 'grt_max_degree', '15', ''),
('routing', 'detail_route_antenna_nets', '0', ''),
('layout', 'final_area', '1139', 'µm²'),
('critical_path', 'critical-path-slowest-cell', 'clkdlybuf4s50_1', ''),
('critical_path', 'critical_path.startpoint_type', 'flop', ''),
('critical_path', 'timing.rr.start', 't0.q', ''),
('synthesis', 'synthesis.instances', '85', ''),
('critical_path', 'critical_path.max_stage_delay', '0.47', 'ns'),
('clock_network', 'cts_root_buffer', 'clkbuf_8', ''),
('hold_path', 'kind_of_path_behind_the_tightest_hold_check', 'input port to async pin', ''),
('sta', 'maxClockFrequency', '0.4902', 'GHz'),
('clock_network', 'cts-root-to-sink-buffers', '2', ''),
('critical_path', 'cell_chain_critical_path', 'xor2_1 -> o21ai_0 -> a22o_1 -> clkdlybuf4s50_1', ''),
('synthesis', 'proportion_of_register_bits_with_asynchronous_set_or_reset_after_synthesis', '1.000', ''),
('synthesis', 'synthesis.yosys.warnings', '1', ''),
('synthesis', 'yosys-stat-cells', '85', ''),
('grt', 'groute.layer.met3.usage', '0.01497', ''),
('synthesis', 'post_synthesis_xor_xnor_area_fraction', '0.03757', ''),
('sta', 'report.final.slew_viol_count', '0', ''),
('sta', 'finalClockPeriodUsage', '0.9714', ''),
('synthesis', 'main_flop_type_after_synthesis', 'dfrtp_1', ''),
('run', 'max_cap_viol_count', '0', '');
==> layer usage <==
layer,share of wire,wire length [µm]
met2,0.46,837
met5,0,0
met1,0.50,895
met4,0,0
met3,0.040,72
==> sequential cells by signal (all words and copies together), names as in the netlist <==
signal	count
t0.q	1
t1.q	1
t2.q	1
t3.q	1
t4.q	1
t5.q	1
t6.q	1
t7.q	1
==> cell type report <==
type                    instances  area [µm²]
well taps                      52       65.06
fillers                       458        3276
repair buffers                 34       319.1
multi-input cells              67       495.5
inverters                       2       7.507
flip-flops and latches          8       210.2
clock buffers                   3       41.29
==> where the power goes <==
part	switching (mW)	total (mW)	internal, mW
Combinational	0.363	1.10	0.734
Clock	0.0359	0.158	0.122
Sequential	0.173	0.406	0.233
Total	0.572	1.66	1.09
==> worst max-delay path by stage <==
stage / slack (ns) / cells past startpoint / end / start
finish: 0.06 / 4 / HEX1[0] / t7.q
global route: -0.04 / 4 / HEX1[0] / t7.q
CTS: 0.001 / 4 / HEX0[0] / t2.q
==> cells by family after synthesis <==
family	count (synthesis)
and+or+nand+nor	36
AOI/OAI and AO/OA	21
buffers and inverters	10
DFF	8
adders and majority gates	7
xor gates and xnor gates	3
==> what timing repair did <==
| item | in CTS | in global routing |
|---|---|---|
| gates cloned | 0 | 0 |
| endpoints found under the hold margin | 0 | 0 |
| resized | 13 | 25 |
| setup endpoints to repair | 11 | 12 |
| setup buffers | 3 | 12 |
| pin swaps | 1 | 2 |
==> synthesized netlist by cell type (2+ instances only) <==
master,count
a21oi_1,4
a31oi_1,2
and2b_1,2
buf_2,4
buf_4,3
dfrtp_1,8
ha_1,7
inv_1,2
nand2_1,7
nand2b_1,4
nand3_1,7
nor2_1,6
nor2b_1,3
o21ai_0,7
o22ai_1,2
xor2_1,2
==> metrics by stage <==
| step | TNS [ns] | setup WS [ns] | utilization | total power, mW | hold WS [ns] |
|---|---|---|---|---|---|
| 3_5_place_dp | -0.5176 | -0.2765 | 0.2024 | 1.278 | 0.6069 |
| 2_1_floorplan | 0 | 0.2153 | - | 0.7963 | 0.1244 |
| 4_1_cts | 0 | 0.0009950 | 0.2205 | 1.502 | 0.4832 |
| 5_1_grt | -0.04260 | -0.04092 | 0.2579 | 1.855 | 0.4934 |
| 6_report | 0 | 0.06011 | 0.2579 | 1.661 | 0.4881 |
| 3_3_place_gp | -0.4589 | -0.2518 | 0.2024 | 1.270 | 0.6015 |
Power figures rest on the tool's default switching activity, not on a simulated workload.
